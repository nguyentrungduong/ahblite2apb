`flow/config.mk`:
```
export PLATFORM = sky130hd
export DESIGN_NAME = regfile_8xnb
export DESIGN_NICKNAME = regfile_8xnb
export VERILOG_FILES = /design/flow/design.v
export SDC_FILE = /design/flow/constraint.sdc
export NUM_CORES = 4
export LEC_CHECK = 1
export CORE_UTILIZATION = 50
```
`flow/constraint.sdc`:
```
current_design regfile_8xnb

set clk_period 2.2
set clk_io_pct 0.2

create_clock -name clk0 -period $clk_period [get_ports {clk}]

set non_clock_inputs [all_inputs -no_clocks]
set_input_delay [expr $clk_period * $clk_io_pct] -clock clk0 $non_clock_inputs
set_output_delay [expr $clk_period * $clk_io_pct] -clock clk0 [all_outputs]
```
`flow/design.v`:
```
module	regfile_8xnb
	(
	clk    ,
	wen_i  , 
	waddr_i, 
	wdata_i, 
	raddr_i, 
	rdata_o 
	);
parameter		AW = 3;
parameter		DW = 8;
input                   clk;
input                   wen_i; 
input	[AW-1:0]	waddr_i; 
input	[DW-1:0]	wdata_i; 
input	[AW-1:0]	raddr_i; 
output	[DW-1:0]	rdata_o; 
reg 	[DW-1:0]	rdata_o; 
wire                    wen0;
wire                    wen1;
wire                    wen2;
wire                    wen3;
wire                    wen4;
wire                    wen5;
wire                    wen6;
wire                    wen7;
wire	[DW-1:0]	rdata0;
wire	[DW-1:0]	rdata1;
wire	[DW-1:0]	rdata2;
wire	[DW-1:0]	rdata3;
wire	[DW-1:0]	rdata4;
wire	[DW-1:0]	rdata5;
wire	[DW-1:0]	rdata6;
wire	[DW-1:0]	rdata7;
regnb #(.DW(DW))	reg0
	(
	.clk		(clk),
	.wen_i		(wen0),
	.wdata_i	(wdata_i),
	.rdata_o	(rdata0)
	);
regnb  #(.DW(DW))	reg1
	(
	.clk		(clk),
	.wen_i		(wen1),
	.wdata_i	(wdata_i),
	.rdata_o	(rdata1)
	);
regnb  #(.DW(DW))	reg2
	(
	.clk		(clk),
	.wen_i		(wen2),
	.wdata_i	(wdata_i),
	.rdata_o	(rdata2)
	);
regnb  #(.DW(DW))	reg3
	(
	.clk		(clk),
	.wen_i		(wen3),
	.wdata_i	(wdata_i),
	.rdata_o	(rdata3)
	);
regnb
	#(.DW	(DW)
	)	reg4
	(
	.clk		(clk),
	.wen_i		(wen4),
	.wdata_i	(wdata_i),
	.rdata_o	(rdata4)
	);
regnb  #(.DW(DW))	reg5
	(
	.clk		(clk),
	.wen_i		(wen5),
	.wdata_i	(wdata_i),
	.rdata_o	(rdata5)
	);
regnb  #(.DW(DW))	reg6
	(
	.clk		(clk),
	.wen_i		(wen6),
	.wdata_i	(wdata_i),
	.rdata_o	(rdata6)
	);
regnb  #(.DW(DW))	reg7
	(
	.clk		(clk),
	.wen_i		(wen7),
	.wdata_i	(wdata_i),
	.rdata_o	(rdata7)
	);
assign wen0 = (waddr_i == 3'd0) & wen_i;
assign wen1 = (waddr_i == 3'd1) & wen_i;
assign wen2 = (waddr_i == 3'd2) & wen_i;
assign wen3 = (waddr_i == 3'd3) & wen_i;
assign wen4 = (waddr_i == 3'd4) & wen_i;
assign wen5 = (waddr_i == 3'd5) & wen_i;
assign wen6 = (waddr_i == 3'd6) & wen_i;
assign wen7 = (waddr_i == 3'd7) & wen_i;
always @(*)
	begin
	case(raddr_i)
            3'd0 : rdata_o = rdata0;
            3'd1 : rdata_o = rdata1;
            3'd2 : rdata_o = rdata2;
            3'd3 : rdata_o = rdata3;
            3'd4 : rdata_o = rdata4;
            3'd5 : rdata_o = rdata5;
            3'd6 : rdata_o = rdata6;
            3'd7 : rdata_o = rdata7;
            default : rdata_o = {DW{1'b0}};
	endcase
	end
endmodule	
module	regnb
    (
    clk,
    wen_i, 
    wdata_i, 
    rdata_o 
    );
parameter    DW = 8;
input          clk;
input          wen_i; 
input [DW-1:0] wdata_i; 
output [DW-1:0]rdata_o; 
reg [DW-1:0]   data;
wire [DW-1:0]  nxt_data;
always@(posedge clk)
    begin
    data <= nxt_data;
    end
assign nxt_data = wen_i ? wdata_i : data;
assign rdata_o  = data;
endmodule	
```
`flow/run.sh`:
```
#!/bin/bash
# OpenROAD 26Q1-2900-gdf79404cd8, Yosys 0.63+post, stock flow scripts
make -C /OpenROAD-flow-scripts/flow DESIGN_CONFIG=/design/flow/config.mk WORK_HOME=/design/flow/orfs finish
```
==> results.json <==
{
  "outcome": "complete, no violations",
  "crit_path_end": "rdata_o[0]",
  "final.period_utilization": 0.981,
  "floorplan.rows": 25,
  "core_region_area_um2": 4820,
  "postRouteAntennaNets": 0,
  "vdd_ir_drop_max_v": 0.000503,
  "core_util_floorplan": 0.530,
  "antenna_cells_inserted": 0,
  "worst_slew_pin_slew_ns": 0.281,
  "layout_setup_ws_ns": 0.0428,
  "synth_top_area_share": 0.753,
  "finalWeightedCongestion": 0.786,
  "io_pins": 24,
  "route.detailed.vias_per_inst": 5.29,
  "grt_first_pass_wirelength_um": 7120,
  "floorplan.die.height_um": 73.4,
  "largest_area_contributor_in_the_synthesized_netlist": "sky130_fd_sc_hd__edfxtp_1",
  "ys_warn_count": 2,
  "setup-violations-final": 0,
  "detailed_place_hpwl_um": 2940,
  "port_buffers": 23,
  "worst_setup_path_end_kind": "output pin",
  "critical_path_cell_count": 5,
  "synth.area.top_cells": "sky130_fd_sc_hd__edfxtp_1, sky130_fd_sc_hd__mux2i_1, sky130_fd_sc_hd__o22a_1",
  "cts_made_buffers": 9,
  "period_needed_ns": 2.16,
  "crit_family": "buffers and inverters",
  "cp_slowest_cell": "sky130_fd_sc_hd__or3_4",
  "drt_iter0_markers": 49,
  "clock_tree.root_cell": "sky130_fd_sc_hd__clkbuf_8",
  "startpoint": "raddr_i[2]",
  "synth_cell_area_um2": 2550,
  "post_synth_inst_count": 142,
  "leakage_uw": 0.00119,
  "stdcell_area_um2": 3280,
  "tritoncts": "done",
  "crit_buf_inv": 3,
  "worstSetupStartpointType": "input port",
  "final_max_slew_viol_count": 0,
  "first_global_vias": 1478,
  "timing.setup.critical_path_class": "input port to output pin",
  "worst_hold_slack_ns": 0.846,
  "cp.arrival_ns": 1.72,
  "hold_buffers": 0,
  "synthFlopType": "sky130_fd_sc_hd__edfxtp_1",
  "clk_pin_slew_ns": 0.06,
  "pin_count_of_the_biggest_net_entering_global_routing": 12,
  "wirelength_um": 4580,
  "hold_path_class": "input port to flip-flop",
  "cellPowerDensity_nw_per_um2": 768,
  "final_core_utilization": 0.681,
  "cp_max_fo": 8,
  "post_synth_most_frequent_cells": "sky130_fd_sc_hd__edfxtp_1, sky130_fd_sc_hd__mux2i_1",
  "route.vias.total": 1412,
  "global_route.usage.total": 0.204,
  "enable_flop_cells": 64,
  "hp_start": "wdata_i[6]",
  "drc_errors": 0,
  "cts_num_sinks": 64,
  "maxClockFrequency_mhz": 464,
  "seq_area_frac_synth": 0.753,
  "synthesized_flop_and_latch_total": 64,
  "cp_cell_sequence": "buf_6, buf_16, or3_4, o22a_1, clkdlybuf4s50_1",
  "ctsLongestPathBuffers": 2,
  "cp_data_required_time_ns": 1.76,
  "setup_total_negative_slack_ns": 0,
  "pre_cts_ws_ns": -0.546,
  "max_cap_viol": 0,
  "final_layout_size_suffix_gt1_frac": 0.260,
  "dpl-instance-area_um2": 2970,
  "drtPass1Iterations": 4,
  "synth-async-reset-ratio": 0,
  "cp_slowest_stage_delay_ns": 0.41,
  "die-width_um": 73.4,
  "flow.area_growth_from_synthesis_pct": 28.6,
  "grt_setup_unrepaired": "false",
  "timing.slew.headroom": 0.812,
  "chipArea_um2": 5390,
  "synth_stat.cells": 142,
  "routedWlPerCell_um": 17.2,
  "antenna_found_initial": 0,
  "htree_num_levels": 3,
  "final_hold_viol_count": 0,
  "avgSynthCellArea_um2": 18.0,
  "log.warning_count": 25,
  "netlist.top_cell.by_instances": "sky130_fd_sc_hd__edfxtp_1",
  "synth_chip_area_um2": 2550,
  "grt-ovfl-total": 0,
  "synth.distinct_cells": 16
}
-- cell families after synthesis --
kind of cell	after synthesis	synth area share
flip-flops	64	0.753
AND/OR/NAND/NOR	25	0.0539
multiplexers	24	0.107
AND-OR/OR-AND	21	0.0618
buffers and inverters	8	0.0235
-- state kept, by name, indices dropped and copies added, names as in the netlist --
| register | flops |
|---|---|
| reg1.data | 8 |
| reg4.data | 8 |
| reg6.data | 8 |
| reg2.data | 8 |
| reg3.data | 8 |
| reg0.data | 8 |
| reg5.data | 8 |
| reg7.data | 8 |
-- worst min path at each step --
stage / endpoint / slack (ns) / depth (start not counted)
after CTS: reg1.data[6] / 0.84 / 1
after global routing: reg4.data[7] / 0.86 / 1
final: reg1.data[6] / 0.85 / 1
-- metal layers --
layer	wire length [um]	global-route usage
met1	1880	0.308
met2	2300	0.305
met3	321	0.0943
met4	71	0.0491
met5	0	0
-- metrics by stage --
stage | instances | total power (uW)
5_1_grt | 267 | 2620
3_3_place_gp | 244 | 1610
2_1_floorplan | 142 | 1510
3_5_place_dp | 244 | 1620
4_1_cts | 265 | 2540
6_report | 267 | 2520
-- layout by cell type, fill, tap and decap left out, types with 5 or more instances in the layout --
master / synthesis / layout
sky130_fd_sc_hd__nor3b_1: 7 / 5
sky130_fd_sc_hd__o22ai_1: 7 / 7
sky130_fd_sc_hd__buf_6: 2 / 6
sky130_fd_sc_hd__edfxtp_1: 64 / 64
sky130_fd_sc_hd__buf_4: 3 / 19
sky130_fd_sc_hd__clkdlybuf4s50_1: 0 / 14
sky130_fd_sc_hd__mux2i_1: 21 / 21
sky130_fd_sc_hd__clkbuf_8: 0 / 9
sky130_fd_sc_hd__nor2_1: 6 / 6
sky130_fd_sc_hd__o22a_1: 7 / 7
-- area by class of cell --
cell class | instances | area, um2
sequential | 64 | 1920
fill | 343 | 1540
multi-input combinational | 70 | 598
timing repair buffer | 50 | 497
clock buffer | 13 | 139
tap | 67 | 83.8
clock inverter | 3 | 42.5
-- what timing repair did --
item                       4_1_cts  5_1_grt
cloned                           1        0
gates resized                   32        9
buffers inserted                 4        2
pin swaps                       11        5
setup endpoints to repair        8        4
-- report_power, final --
group	switching (uW)	internal, uW	total [uW]
combinational	94.8	126	220
sequential	9.00	1380	1390
clock	385	523	908
No activity file was given, so power comes from the tool's default toggle rates.
