**/design/flow/run.sh**
```bash
#!/bin/bash
# OpenROAD 26Q1-2900-gdf79404cd8, Yosys 0.63+post, stock flow scripts
make -C /OpenROAD-flow-scripts/flow DESIGN_CONFIG=/design/flow/config.mk WORK_HOME=/design/flow/orfs finish
```
**/design/flow/config.mk**
```make
export PLATFORM = sky130hd
export DESIGN_NAME = mux24
export DESIGN_NICKNAME = mux24
export VERILOG_FILES = /design/flow/design.v
export SDC_FILE = /design/flow/constraint.sdc
export NUM_CORES = 4
export LEC_CHECK = 1
export CORE_AREA = 10 10 70 70
export DIE_AREA = 0 0 80 80
```
**/design/flow/constraint.sdc**
```tcl
current_design mux24

set clk_period 2.7
set clk_io_pct 0.2

create_clock -name clk0 -period $clk_period

set non_clock_inputs [all_inputs -no_clocks]
set_input_delay [expr $clk_period * $clk_io_pct] -clock clk0 $non_clock_inputs
set_output_delay [expr $clk_period * $clk_io_pct] -clock clk0 [all_outputs]
```
**/design/flow/design.v**
```verilog
module mux12
    (
    sel0,
    in0,
    sel1,
    in1,
    sel2,
    in2,
    sel3,
    in3,
    sel4,
    in4,
    sel5,
    in5,
    sel6,
    in6,
    sel7,
    in7,
    sel8,
    in8,
    sel9,
    in9,
    sel10,
    in10,
    sel11,
    in11,
    out
    );
parameter DW = 1'b1;
input               sel0;
input [DW-1:0]	    in0;
input               sel1;
input [DW-1:0]	    in1;
input               sel2;
input [DW-1:0]	    in2;
input               sel3;
input [DW-1:0]	    in3;
input               sel4;
input [DW-1:0]	    in4;
input               sel5;
input [DW-1:0]	    in5;
input               sel6;
input [DW-1:0]	    in6;
input               sel7;
input [DW-1:0]	    in7;
input               sel8;
input [DW-1:0]	    in8;
input               sel9;
input [DW-1:0]	    in9;
input               sel10;
input [DW-1:0]	    in10;
input               sel11;
input [DW-1:0]	    in11;
output [DW-1:0]	    out;
wire [DW-1:0]       out0_5;
wire [DW-1:0]       out6_11;
mux6   #(.DW(DW))   mux0_5
    (
    .sel0  (sel0),
    .in0   (in0),
    .sel1  (sel1),
    .in1   (in1),
    .sel2  (sel2),
    .in2   (in2),
    .sel3  (sel3),
    .in3   (in3),
    .sel4  (sel4),
    .in4   (in4),
    .sel5  (sel5),
    .in5   (in5),
    .out   (out0_5)
    );
mux6   #(.DW(DW))   mux6_11
    (
    .sel0  (sel6),
    .in0   (in6),
    .sel1  (sel7),
    .in1   (in7),
    .sel2  (sel8),
    .in2   (in8),
    .sel3  (sel9),
    .in3   (in9),
    .sel4  (sel10),
    .in4   (in10),
    .sel5  (sel11),
    .in5   (in11),
    .out   (out6_11)
    );
assign out = out0_5 | out6_11;
endmodule 
module mux24
    (
    sel0,
    in0,
    sel1,
    in1,
    sel2,
    in2,
    sel3,
    in3,
    sel4,
    in4,
    sel5,
    in5,
    sel6,
    in6,
    sel7,
    in7,
    sel8,
    in8,
    sel9,
    in9,
    sel10,
    in10,
    sel11,
    in11,
    sel12,
    in12,
    sel13,
    in13,
    sel14,
    in14,
    sel15,
    in15,
    sel16,
    in16,
    sel17,
    in17,
    sel18,
    in18,
    sel19,
    in19,
    sel20,
    in20,
    sel21,
    in21,
    sel22,
    in22,
    sel23,
    in23,
    out
    );
parameter DW = 1'b1;
input               sel0;
input [DW-1:0]	    in0;
input               sel1;
input [DW-1:0]	    in1;
input               sel2;
input [DW-1:0]	    in2;
input               sel3;
input [DW-1:0]	    in3;
input               sel4;
input [DW-1:0]	    in4;
input               sel5;
input [DW-1:0]	    in5;
input               sel6;
input [DW-1:0]	    in6;
input               sel7;
input [DW-1:0]	    in7;
input               sel8;
input [DW-1:0]	    in8;
input               sel9;
input [DW-1:0]	    in9;
input               sel10;
input [DW-1:0]	    in10;
input               sel11;
input [DW-1:0]	    in11;
input               sel12;
input [DW-1:0]	    in12;
input               sel13;
input [DW-1:0]	    in13;
input               sel14;
input [DW-1:0]	    in14;
input               sel15;
input [DW-1:0]	    in15;
input               sel16;
input [DW-1:0]	    in16;
input               sel17;
input [DW-1:0]	    in17;
input               sel18;
input [DW-1:0]	    in18;
input               sel19;
input [DW-1:0]	    in19;
input               sel20;
input [DW-1:0]	    in20;
input               sel21;
input [DW-1:0]	    in21;
input               sel22;
input [DW-1:0]	    in22;
input               sel23;
input [DW-1:0]	    in23;
output [DW-1:0]	    out;
wire [DW-1:0]       out0_11;
wire [DW-1:0]       out12_23;
mux12   #(.DW(DW))   mux0_11
    (
    .sel0  (sel0),
    .in0   (in0),
    .sel1  (sel1),
    .in1   (in1),
    .sel2  (sel2),
    .in2   (in2),
    .sel3  (sel3),
    .in3   (in3),
    .sel4  (sel4),
    .in4   (in4),
    .sel5  (sel5),
    .in5   (in5),
    .sel6  (sel6),
    .in6   (in6),
    .sel7  (sel7),
    .in7   (in7),
    .sel8  (sel8),
    .in8   (in8),
    .sel9  (sel9),
    .in9   (in9),
    .sel10  (sel10),
    .in10   (in10),
    .sel11  (sel11),
    .in11   (in11),
    .out   (out0_11)
    );
mux12   #(.DW(DW))   mux12_23
    (
    .sel0  (sel12),
    .in0   (in12),
    .sel1  (sel13),
    .in1   (in13),
    .sel2  (sel14),
    .in2   (in14),
    .sel3  (sel15),
    .in3   (in15),
    .sel4  (sel16),
    .in4   (in16),
    .sel5  (sel17),
    .in5   (in17),
    .sel6  (sel18),
    .in6   (in18),
    .sel7  (sel19),
    .in7   (in19),
    .sel8  (sel20),
    .in8   (in20),
    .sel9  (sel21),
    .in9   (in21),
    .sel10  (sel22),
    .in10   (in22),
    .sel11  (sel23),
    .in11   (in23),
    .out   (out12_23)
    );
assign out = out0_11 | out12_23;
endmodule 
module mux6
    (
    sel0,
    in0,
    sel1,
    in1,
    sel2,
    in2,
    sel3,
    in3,
    sel4,
    in4,
    sel5,
    in5,
    out
    );
parameter DW = 1'b1;
input               sel0;
input [DW-1:0]	    in0;
input               sel1;
input [DW-1:0]	    in1;
input               sel2;
input [DW-1:0]	    in2;
input               sel3;
input [DW-1:0]	    in3;
input               sel4;
input [DW-1:0]	    in4;
input               sel5;
input [DW-1:0]	    in5;
output [DW-1:0]	    out;
assign out = ({DW{sel0}} & in0) |
             ({DW{sel1}} & in1) |
             ({DW{sel2}} & in2) |
             ({DW{sel3}} & in3) |
             ({DW{sel4}} & in4) |
             ({DW{sel5}} & in5);
endmodule 
```
==> results_tabular.tex <==
% Auto-generated results table
\begin{tabular}{lr}
\hline
Metric & Value \\
\hline
\multicolumn{2}{l}{\textbf{Run status}} \\
Outcome & completed \\
\multicolumn{2}{l}{\textbf{Placed design}} \\
Weighted congestion at the end of routability-driven global placement & 0.872 \\
Cell total after placement & 111 \\
Number of port buffers & 49 \\
Worst Setup Slack post-DPL & 84.3 ps \\
\multicolumn{2}{l}{\textbf{Job}} \\
Max-cap violation count & 0 \\
Count of tool warnings & 32 \\
\multicolumn{2}{l}{\textbf{Hold path}} \\
Hold/Removal Path Class & primary input to primary output \\
Hold path startpoint & in1[0] \\
Min-Delay Path Depth & 5 \\
Worst-case hold path end point & out[0] \\
\multicolumn{2}{l}{\textbf{Route}} \\
Number of design-rule violations left by the first detailed-router iteration & 6 \\
Via count & 348 \\
First-pass DRT Iterations & 2 \\
Detailed-route DRC error count & 0 \\
Antenna Violating Nets Remaining & 0 \\
Routed wire per std cell & 11.8 microns \\
Detailed-route wire length & 1310 microns \\
Vias per inst & 3.14 \\
Number of antenna repair diodes & 0 \\
\multicolumn{2}{l}{\textbf{Final timing}} \\
Setup repair after global routing missed its margin & no \\
Slew HR & 0.865 \\
Slew Limit Fails & 0 \\
Worst-case setup margin in the final layout & 114 ps \\
WHS & 2210 ps \\
Slew of the pin with the lowest slew margin & 203 ps \\
Period utilisation layout & 0.958 \\
Min cycle time layout & 2590 ps \\
Summed negative setup slack over all endpoints & 0 ps \\
Number of hold violations in the final report & 0 \\
Final setup viols & 0 \\
FMAX & 387 MHz \\
\multicolumn{2}{l}{\textbf{Worst setup path}} \\
Critical Path End Type & primary output \\
Critical Path RT & 2160 ps \\
Startpoint class of the critical path & primary input \\
Type of the setup path with the least slack & primary input to primary output \\
Arr. time, crit path & 2050 ps \\
Maximum net fanout on the critical path & 1 \\
\multicolumn{2}{l}{\textbf{Floorplan}} \\
Floorplan core area & 3420 sq um \\
FP Core Util & 0.0352 \\
Number of I/O pins & 49 \\
Number of placement rows & 21 \\
Overall die area & 6400 sq um \\
Die Height & 80 microns \\
Floorplan die width & 80 microns \\
\multicolumn{2}{l}{\textbf{GRT}} \\
Gr usage total & 0.0353 \\
Global-route congestion overflow total & 0 \\
Vias in the first global route & 375 \\
Met3 Usage GRT & 0.0125 \\
First-pass GRT wire length & 1860 microns \\
GR Util met1 & 0.0442 \\
Layer carrying the most global-route usage & met2 \\
Largest net degree at the start of global routing & 2 \\
Antenna violations before repair & 0 \\
Met2 Resource Use GR & 0.0602 \\
\multicolumn{2}{l}{\textbf{Yosys}} \\
Yosys Chip Area & 120 sq um \\
Yosys warnings & 0 \\
Synthesized instance count & 16 \\
Cell variety after synth & 4 \\
Post-synthesis area per instance & 7.51 sq um \\
Post-synthesis instance area & 120 sq um \\
\# Cells Yosys & 16 \\
Post-synth seq share & 0 \\
\multicolumn{2}{l}{\textbf{Finish}} \\
Fraction of layout instances using a drive strength above 1 & 0.0154 \\
P\&R area growth vs syn & 456\% \\
Seq Cell Count & 0 \\
Sequential cell area & 0 sq um \\
Filler-free cell count of the finished design & 111 \\
Most frequent logic cell in the layout & clkdlybuf4s50\_1 \\
Number of fillers in the final layout & 380 \\
Most frequent cells in the layout & 49 x clkdlybuf4s50\_1, 11 x a22oi\_1, 3 x nand4\_1 \\
Number of clock-tree buffers in the layout & 0 \\
\multicolumn{2}{l}{\textbf{Pwr}} \\
Power density of the placed cells & 124 nW/um\^{}2 \\
IR drop worst, VDD & 0.0192 mV \\
Leakage power figure & 0.226 nW \\
\multicolumn{2}{l}{\textbf{Clocking}} \\
Post-CTS resize count & 0 \\
Buffers inserted during post-CTS setup optimization & 0 \\
Count of hold buffers inserted by post-cts repair & 0 \\
\hline
\end{tabular}
-- critical path, stage by stage --
cell and delay, ps:
clkdlybuf4s50_1 390, a22oi_1 220, nand4_1 130, or3_1 350, clkdlybuf4s50_1 410
-- per-layer routing --
layer,part of all wire,vias to the layer above
met5,0,-
met2,0.43,28
met3,0.15,0
met4,0,0
met1,0.42,143
li1,-,177
-- worst max path at each step --
stage         to  depth (start not counted)  startpoint  slack, ps
5_1_grt   out[0]                          5       sel13         20
6_report  out[0]                          5       sel13        110
4_1_cts   out[0]                          5       sel13         80
-- area by class of cell --
class              instances  area [sq um]  share of cell area
repair buffers            49           490               0.734
multi-input cells         16           120               0.180
well taps                 46          57.6              0.0861
-- Yosys cell counts --
master / instances / area, sq um
a22oi_1: 11 / 82.6
a22oi_2: 1 / 12.5
nand4_1: 3 / 18.8
or3_1: 1 / 6.26
-- power breakdown --
part	internal (mW)	leakage, nW	switching, mW	total [mW]
sequential	0	0	0	0
clock	0	0	0	0
combinational	0.0678	0.226	0.0147	0.0825
-- kinds of logic after synthesis --
family and share of synthesized area:
AND/OR/NAND/NOR 0.208, AND-OR/OR-AND 0.792
-- per-stage QoR --
stage	power, mW	utilization	instance area (sq um)
3_3_place_gp	0.0815	0.196	668
3_5_place_dp	0.0832	0.196	668
6_report	0.0825	0.196	668
4_1_cts	0.0834	0.196	668
2_1_floorplan	0.0110	-	120
5_1_grt	0.0884	0.196	668
No activity file was given, so power comes from the tool's default toggle rates.
